File: design/flow/design.v
module bitSerialMultiplier #(parameter N = 5) (
    input  logic            clk,
    input  logic            rst_n,
    input  logic            start,
    input  logic [N-1:0]    a,
    input  logic [N-1:0]    x,
    output logic [2*N-1:0]  p,
    output logic            done
); 
    logic [N:0]   A;
    logic [N:0]   A_1s_comp;
    logic [2*N:0] P;                   
    logic [$clog2(N+1)-1:0] count;
    logic busy;
    always_ff @(posedge clk or negedge rst_n) begin
        if (!rst_n) begin
            A     <= '0;
            A_1s_comp <= '0;
            P     <= '0;
            count <= '0;
            done  <= 1'b0;
            busy  <= 1'b0;
        end 
        else if (start && !busy) begin
            A     <= {a[N-1], a};           
            A_1s_comp <= ~{a[N-1], a};      
            P     <= {{(N+1)'b0}, x};
            count <= N;
            done  <= 1'b0;
            busy  <= 1'b1;
        end 
        else if (busy) begin
            if (count > 0) begin
                logic [N:0] sum;             
                logic carry_out;
                logic carry_in, last_cycle;
                logic [N:0] adder_in;
                carry_in = (count == 0);
                last_cycle = (count == 0);
                adder_in = (last_cycle ? A_1s_comp : A) & {(N+1){P[0]}};      
                {carry_out, sum} = P[2*N:N] + adder_in + carry_in;        
                P <= {carry_out, sum, P[N-1:1]};
                count <= count - 1;
                if (count == 1) begin
                    done <= 1'b1;
                    busy <= 1'b0;
                end
            end
        end
    end
    assign p = P[2*N:0];
endmodule
File: design/flow/run.sh
#!/bin/bash
# OpenROAD 26Q1-2900-gdf79404cd8, Yosys 0.63+post, stock flow scripts
make -C /OpenROAD-flow-scripts/flow DESIGN_CONFIG=/design/flow/config.mk WORK_HOME=/design/flow/orfs finish
File: design/flow/config.mk
export PLATFORM = sky130hd
export DESIGN_NAME = bitSerialMultiplier
export DESIGN_NICKNAME = bitSerialMultiplier
export VERILOG_FILES = /design/flow/design.v
export SDC_FILE = /design/flow/constraint.sdc
export NUM_CORES = 4
export LEC_CHECK = 1
export CORE_UTILIZATION = 30
File: design/flow/constraint.sdc
current_design bitSerialMultiplier

set clk_period 4.2
set clk_io_pct 0.2

create_clock -name clk0 -period $clk_period [get_ports {clk}]

set non_clock_inputs [all_inputs -no_clocks]
set_input_delay [expr $clk_period * $clk_io_pct] -clock clk0 $non_clock_inputs
set_output_delay [expr $clk_period * $clk_io_pct] -clock clk0 [all_outputs]
==> impl_metrics.py <==
# Generated from Yosys and OpenROAD reports
metrics = {
    "outcome": {
        "status": "finished clean",
    },
    "detailed_routing": {
        "first_iter_violations": 85,
        "diodes": 0,
        "drc": 0,
        "wl_per_cell_um": 11.1,
        "drt-total-wl_um": 2720,
        "vias": 1096,
        "drt-pass1-iter-count": 5,
        "ant_nets": 0,
        "viasPerCell": 4.47,
    },
    "clock_network": {
        "cts_buffer_depth": 2,
        "clk_pin_slew_worst_paths_ns": 0.09,
        "h-tree-depth": 1,
        "cts_root_buffer": "clkbuf_8",
        "clk_latency_ns": 0.27,
        "cts_made_buffers": 3,
        "cts_resized": 0,
        "cts_hold_buf": 0,
        "post_cts_buffers": 0,
        "tritoncts": "yes",
        "cts_sinks": 26,
    },
    "min_path": {
        "min_from": "A[3]",
        "hold_path_class": "reg2reg",
        "hold_path_end": "A[3]",
        "holdPathStages": 2,
    },
    "critical_path": {
        "cpLargestDelayFamily": "adder cells",
        "crit_slowest_cell": "dfrtp_1",
        "r2r_slack_ns": 1.47,
        "path_max_fanout": 11,
        "critical_path_required_ns": 4.39,
        "reg2reg_depth": 11,
        "crit_top_cell": "fa_1",
        "r2r-start": "count[0]",
        "crit_type": "reg2reg",
        "crit_path_end_kind": "flop",
        "slowest_delay_ns": 0.42,
        "cp-start-kind": "flop",
        "worst-path-buf-inv": 1,
        "crit_chain": "inv_1 > ha_1 > nand2b_4 > mux2_2 > nand2_1 > fa_1 > fa_1 > nand2b_1 > a21oi_1 > a211oi_1 > o21ai_0",
        "r2r-end": "P[10]",
        "crit_arrival_ns": 2.92,
    },
    "synth": {
        "syn_inst": 167,
        "fa_ha_area_share_pct": 9.15,
        "synthAoiAreaFrac_pct": 12.5,
        "xor_area_share_pct": 1.14,
        "netlist.area_leader.share_pct": 42.5,
        "synth_seq_share_pct": 42.5,
        "numSynthFlops": 26,
        "logic_family": "simple AND/OR/NAND/NOR gates",
        "ys_types": 33,
        "ys_warn_count": 1,
        "muxShareOfSynthArea_pct": 3.35,
        "synth_stat.cells": 167,
        "synth.cell_area_um2": 1530,
        "ys_sh_simple_pct": 20.8,
        "postSynthAreaPerCell_um2": 9.17,
        "ys_top_cells_by_area": "dfrtp_1 42%, ha_1 6.5%, nand2_1 6.4%",
        "yosys.area.top_type": "dfrtp_1",
        "yosys_area_um2": 1530,
    },
    "cells_and_area": {
        "final_cell_count_no_fill": 245,
        "drive_above_1_share_pct": 6.18,
        "areaGrowthSynthToFinish_pct": 17.3,
    },
    "die": {
        "num_rows": 25,
        "dieWidth_um": 73.5,
        "pin_count": 24,
        "initial_utilization_pct": 31.8,
        "die.size.y_um": 73.5,
        "dieArea_um2": 5390,
        "core-area_um2": 4820,
    },
    "job": {
        "cap_violations": 0,
        "log.warning_count": 27,
    },
    "placed_design": {
        "place_ws_ns": 1.50,
        "io_buffers": 23,
        "dp.cells": 241,
        "place_congestion": 0.834,
        "hpwl_um": 1970,
    },
    "timing": {
        "fin_ws_ns": 1.47,
        "finalCriticalPeriod_ns": 2.73,
        "setup_violations": 0,
        "hold_viol": 0,
        "rsz0062_at_grt": "no",
        "max_slew.worst_pin.slew_ns": 0.823,
        "setup_tns_ns": 0,
        "fin_crit_sh_pct": 65.0,
        "drv_slew": 0,
        "relSlewSlack_pct": 45.2,
        "finalClockSkew_ns": 0.00263,
        "fmax_mhz": 366,
    },
    "grt": {
        "grt_pass1_wl_um": 4850,
        "grt_remaining_overflow": 0,
        "antenna_found_initial": 0,
        "grt_usage_pct": 11.7,
        "grt_start_max_net_pins": 27,
        "grt_pass1_vias": 1055,
    },
    "pwr": {
        "leakagePower_nw": 0.804,
        "p_per_area_nw_per_um2": 764,
        "vdd_drop_max_v": 0.000287,
    },
}
==> worst max-delay path by stage <==
stage | from | end | slack (ns) | depth (start not counted)
after CTS | count[0] | P[10] | 1.46 | 11
after global routing | count[0] | P[10] | 1.29 | 11
final | count[0] | P[10] | 1.47 | 11
==> metrics by stage <==
| step | cell area [µm²] | power, mW | util, % | hold slack [ns] |
|---|---|---|---|---|
| final | 1800 | 1.37 | 37.3 | 0.482 |
| after global placement | 1730 | 1.17 | 35.8 | 0.466 |
| after global routing | 1800 | 1.52 | 37.3 | 0.526 |
| after floorplan | 1530 | 1.04 | - | 0.440 |
| after detailed placement | 1730 | 1.18 | 35.8 | 0.464 |
| after CTS | 1800 | 1.39 | 37.3 | 0.486 |
==> tightest hold or removal path: cells and delay by family, from the launching register on <==
kind,cells,cell delay [ns]
DFF,1,0.35
and+or+nand+nor,2,0.10
==> per-layer routing <==
layer,GRT usage [%],routed length (µm)
met2,16.1,1130
met1,20.0,1450
met4,0.855,19
met3,2.36,129
met5,0,0
==> cell usage after synthesis <==
library cell,n
and3_1,1
nand3_1,6
a21oi_1,11
dfrtp_1,26
a31oi_1,5
a311oi_2,1
o32a_1,1
buf_4,12
nand2_4,1
inv_1,7
ha_1,8
nand4_1,1
o21a_1,1
buf_12,1
nand2b_1,5
mux2_2,1
o21ai_0,10
xnor2_1,1
nor3_1,1
fa_1,2
nor3b_1,1
nor2b_1,4
xor2_1,1
nand2_1,26
a211oi_1,2
and2_1,1
mux2i_1,4
and4_4,1
buf_2,4
nor2_1,18
o31ai_1,1
clkbuf_2,1
nand2b_4,1
==> state kept, by name, indices dropped and copies added (netlist names) <==
signal	cells
A	5
A_1s_comp	5
P	11
busy	1
count	3
done	1
==> kinds of logic (layout without fill, tap and decap cells) <==
family,count (synthesis),count (layout)
adder cells (fa/ha/maj),10,10
buffers and inverters,25,36
XOR/XNOR,2,2
AND-OR/OR-AND,32,32
AND/OR/NAND/NOR,67,67
multiplexers,5,5
flip-flops,26,26
==> report_power, final <==
group | leakage, nW | total (mW) | internal, mW | switching, mW
combinational | 0.461 | 0.687 | 0.348 | 0.338
sequential | 0.308 | 0.480 | 0.379 | 0.101
clock | 0.0357 | 0.207 | 0.127 | 0.0790
==> final cells by class <==
| type | count | area [µm²] |
|---|---|---|
| multi-input combinational | 116 | 719 |
| fill | 506 | 3020 |
| inverter | 7 | 26.3 |
| tap | 67 | 83.8 |
| timing repair buffer | 25 | 245 |
| clock buffer | 3 | 41.3 |
| sequential | 26 | 651 |
| clock inverter | 1 | 30.0 |
==> cells in the final DEF (no fill, tap or decap), types with 2 or more instances in the layout <==
| cell type | netlist | layout |
|---|---|---|
| nand3_1 | 6 | 6 |
| nand2_1 | 26 | 26 |
| dfrtp_1 | 26 | 26 |
| clkdlybuf4s50_1 | 0 | 23 |
| a31oi_1 | 5 | 5 |
| clkbuf_8 | 0 | 3 |
| o21ai_0 | 10 | 10 |
| mux2i_1 | 4 | 4 |
| nor2b_1 | 4 | 4 |
| inv_1 | 7 | 7 |
| nor2_1 | 18 | 18 |
| nand2b_1 | 5 | 5 |
| fa_1 | 2 | 2 |
| a21oi_1 | 11 | 11 |
| ha_1 | 8 | 8 |
| buf_4 | 12 | 2 |
| a211oi_1 | 2 | 2 |
No activity file was given, so power comes from the tool's default toggle rates.
